## flow/run.sh

```bash
#!/bin/bash
# OpenROAD 26Q1-2900-gdf79404cd8, Yosys 0.63+post, stock flow scripts
make -C /OpenROAD-flow-scripts/flow DESIGN_CONFIG=/design/flow/config.mk WORK_HOME=/design/flow/orfs finish
```

## flow/config.mk

```make
export PLATFORM = sky130hd
export DESIGN_NAME = ACC_mux
export DESIGN_NICKNAME = ACC_mux
export VERILOG_FILES = /design/flow/design.v
export SDC_FILE = /design/flow/constraint.sdc
export NUM_CORES = 4
export LEC_CHECK = 1
export CORE_AREA = 10 10 70 70
export DIE_AREA = 0 0 80 80
```

## flow/constraint.sdc

```tcl
current_design ACC_mux

set clk_period 1.1
set clk_io_pct 0.2

create_clock -name clk0 -period $clk_period

set non_clock_inputs [all_inputs -no_clocks]
set_input_delay [expr $clk_period * $clk_io_pct] -clock clk0 $non_clock_inputs
set_output_delay [expr $clk_period * $clk_io_pct] -clock clk0 [all_outputs]
```

## flow/design.v

```verilog
`timescale 1ns / 1ns
module ACC_mux(
		op,
		A,
      B,
      C,
      D,
    muxOut
    );
  input[1:0] op;  
  input[15:0] A;  
  input[15:0] B;  
  input[15:0] C;  
  input[15:0] D;  
  output reg[15:0] muxOut;
 always @(op, A, B, C, D) begin  
    case (op)
      0: muxOut = A;
      1: muxOut = B;
      2: muxOut = C;
      3: muxOut = D;   
    endcase
  end
endmodule
```

==> metrics.txt <==
# HELP chip_impl_metric Yosys and OpenROAD flow results
# TYPE chip_impl_metric gauge
chip_impl_metric{name="route.detailed.vias_per_inst",unit=""} 4.04
chip_impl_info{name="critPathCaptureType",value="output pin"} 1
chip_impl_metric{name="layout-drive-gt1-share",unit="%"} 36.3
chip_impl_metric{name="log.warning_count",unit=""} 35
chip_impl_metric{name="power_leakage",unit="nW"} 0.550
chip_impl_metric{name="power.density_cell_area",unit="nW/µm²"} 315
chip_impl_metric{name="clock_power_share",unit="%"} 0
chip_impl_metric{name="final-seq-area",unit="µm²"} 0
chip_impl_metric{name="grt_max_degree",unit=""} 9
chip_impl_metric{name="n_sequential_cell",unit=""} 0
chip_impl_metric{name="wire_per_inst",unit="µm"} 18.5
chip_impl_info{name="critical_path_start_type",value="input port"} 1
chip_impl_metric{name="yosysWarningCount",unit=""} 1
chip_impl_metric{name="holdBufCountCts",unit=""} 0
chip_impl_metric{name="ys_seq_share",unit="%"} 0
chip_impl_metric{name="yosys_area",unit="µm²"} 424
chip_impl_metric{name="routed_wl",unit="µm"} 2740
chip_impl_metric{name="vias",unit=""} 598
chip_impl_metric{name="switchingPower",unit="W"} 0.0000890
chip_impl_info{name="worst_hold_path_type",value="input port to output pin"} 1
chip_impl_metric{name="detail_route.antenna_diodes",unit=""} 0
chip_impl_metric{name="buffer_ports.inserted",unit=""} 82
chip_impl_metric{name="fillCellCount",unit=""} 377
chip_impl_metric{name="timing.final.max_slew_violations",unit=""} 0
chip_impl_metric{name="syn_area_per_cell",unit="µm²"} 21.2
chip_impl_metric{name="design_area",unit="µm²"} 1160
chip_impl_metric{name="dr.first_iter.drc_count",unit=""} 2
chip_impl_info{name="setup_repair_after_global_routing_missed_its_margin",value="true"} 1
chip_impl_metric{name="worst-slew-pin-transition",unit="ps"} 114
chip_impl_info{name="final_common_cell",value="sky130_fd_sc_hd__dlygate4sd2_1"} 1
chip_impl_info{name="logic_family",value="multiplexers"} 1
chip_impl_metric{name="setup_viol",unit=""} 16
chip_impl_metric{name="synth_adder_area_share",unit="%"} 0
chip_impl_metric{name="grtUsageTotal",unit="%"} 8.27
chip_impl_metric{name="cap_violations",unit=""} 0
chip_impl_metric{name="register_share_of_total_power",unit="%"} 0
chip_impl_metric{name="areaGrowthSynthToFinish",unit="%"} 173
chip_impl_metric{name="std_cell_rows",unit=""} 21
chip_impl_metric{name="fin_worst_hold_slack",unit="ps"} 925
chip_impl_metric{name="syn-cell-area",unit="µm²"} 424
chip_impl_metric{name="dp_slack",unit="ps"} -1060
chip_impl_info{name="run_status",value="finished, violations left"} 1
chip_impl_info{name="failed_checks",value="negative setup slack"} 1
chip_impl_metric{name="maxClockFrequency",unit="MHz"} 777
chip_impl_metric{name="arrival",unit="ps"} 1070
chip_impl_metric{name="compound_gate_portion_of_the_synthesized_area",unit="%"} 0
chip_impl_metric{name="drt.antenna.violating_nets",unit=""} 0
chip_impl_metric{name="muxShareOfSynthArea",unit="%"} 90.3
chip_impl_metric{name="layout_min_cycle_time",unit="ps"} 1290
chip_impl_metric{name="cts.repair_timing.setup_buffer_count",unit=""} 0
chip_impl_metric{name="fp.dieArea",unit="µm²"} 6400
chip_impl_metric{name="vdd_ir_drop_max",unit="mV"} 0.0918
chip_impl_metric{name="post_synth_inst_count",unit=""} 20
chip_impl_metric{name="synthSimpleGateAreaFrac",unit="%"} 0
chip_impl_metric{name="timing.final.crit_share",unit="%"} 117
chip_impl_metric{name="gp_congestion",unit=""} 0.804
chip_impl_metric{name="cell_internal_pwr",unit="W"} 0.000276
chip_impl_metric{name="hold_violations",unit=""} 0
chip_impl_metric{name="dp_hpwl",unit="µm"} 2420
chip_impl_metric{name="comb_power_share",unit="%"} 100.0
chip_impl_metric{name="synth_xor_xnor_area_share",unit="%"} 0
chip_impl_metric{name="antenna_found_initial",unit=""} 0
chip_impl_metric{name="drt_first_pass_iters",unit=""} 2
chip_impl_info{name="lay_top_cells",value="sky130_fd_sc_hd__dlygate4sd2_1, sky130_fd_sc_hd__mux4_2, sky130_fd_sc_hd__buf_2"} 1
chip_impl_metric{name="placement.cell_area",unit="µm²"} 1300
chip_impl_metric{name="final_core_utilization",unit="%"} 33.9
chip_impl_metric{name="max_slew_margin",unit="%"} 92.4
chip_impl_metric{name="number_of_global_route_vias_before_repair",unit=""} 793
chip_impl_metric{name="die_h",unit="µm"} 80
chip_impl_metric{name="sw_frac_of_total",unit="%"} 24.4
chip_impl_metric{name="floorplan.core_area",unit="µm²"} 3420
chip_impl_metric{name="drcViolationCount",unit=""} 0
chip_impl_metric{name="gr-total-overflow",unit=""} 0
chip_impl_metric{name="critPathMaxFanout",unit=""} 8
chip_impl_metric{name="synth.distinct_cells",unit=""} 5
chip_impl_metric{name="critical_path_required",unit="ps"} 880
chip_impl_metric{name="pin_count",unit=""} 82
chip_impl_metric{name="core_util_floorplan",unit="%"} 12.4
chip_impl_metric{name="die_w",unit="µm"} 80
chip_impl_info{name="critical_path_start_end_classification",value="input port to output pin"} 1
chip_impl_metric{name="nClkBuffers",unit=""} 0
chip_impl_metric{name="final.setup.worst_slack",unit="ps"} -187
chip_impl_metric{name="grt_first_pass_wirelength",unit="µm"} 4170
chip_impl_metric{name="synth.yosys.num_cells",unit=""} 20
-- metal layers --
layer	routed length [µm]	vias to the layer above	global-route usage, %
met4	0	0	0
met2	1110	65	13.2
met5	0	-	0
met3	473	0	5.34
met1	1150	265	9.73
li1	-	268	-
-- power groups by stage --
stage	clock (W)	combinational, W	sequential, W
after global routing	0	0.000402	0
final	0	0.000365	0
after CTS	0	0.000375	0
-- final timing paths --
check	from	end	slack (ps)	depth (start not counted)
setup / recovery	op[0]	muxOut[0]	-190	4
hold / removal	B[10]	muxOut[10]	920	3
-- cell type report --
cell class / instances / area, µm² / share of cell area [%]
multi-input combinational: 16 / 360 / 31.1
tap: 46 / 57.6 / 4.97
timing repair buffer: 86 / 741 / 63.9
-- cells in the mapped netlist --
master	instances	share of area (%)
sky130_fd_sc_hd__mux4_1	6	37
sky130_fd_sc_hd__buf_6	1	2.7
sky130_fd_sc_hd__mux4_2	10	53
sky130_fd_sc_hd__buf_2	2	2.4
sky130_fd_sc_hd__buf_12	1	4.7
-- worst max-delay path, cell delays in order --
cell	delay, ps
sky130_fd_sc_hd__buf_12	90
sky130_fd_sc_hd__buf_12	130
sky130_fd_sc_hd__mux4_2	490
sky130_fd_sc_hd__buf_2	130
-- logic make-up after synthesis --
family,Yosys count
buffers and inverters,4
multiplexers,16
-- what timing repair did --
| action | CTS | global route |
|---|---|---|
| endpoints found under the hold margin | 0 | 0 |
| resized | 131 | 1 |
| cloned | 1 | 0 |
| endpoints found under the setup margin | 16 | 16 |
-- metrics by stage --
step                      setup TNS, ps  total power [W]  instances
final                             -2820         0.000365        148
after global routing              -3480         0.000402        148
after CTS                         -3050         0.000375        148
after detailed placement         -16150         0.000487        147
after global placement           -15850         0.000486        147
after floorplan                    -280         0.000126         20
Power and IR drop assume default switching activity.
