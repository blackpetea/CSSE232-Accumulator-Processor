==> run.sh <==
#!/bin/bash
# OpenROAD 26Q1-2900-gdf79404cd8, Yosys 0.63+post, stock flow scripts
make -C /OpenROAD-flow-scripts/flow DESIGN_CONFIG=/design/flow/config.mk WORK_HOME=/design/flow/orfs finish
==> config.mk <==
export PLATFORM = sky130hd
export DESIGN_NAME = ALU
export DESIGN_NICKNAME = ALU
export VERILOG_FILES = /design/flow/design.v
export SDC_FILE = /design/flow/constraint.sdc
export NUM_CORES = 4
export LEC_CHECK = 1
export CORE_UTILIZATION = 30
==> constraint.sdc <==
current_design ALU

set clk_period 7.0
set clk_io_pct 0.2

create_clock -name clk0 -period $clk_period

set non_clock_inputs [all_inputs -no_clocks]
set_input_delay [expr $clk_period * $clk_io_pct] -clock clk0 $non_clock_inputs
set_output_delay [expr $clk_period * $clk_io_pct] -clock clk0 [all_outputs]
==> design.v <==
`timescale 1ns / 1ns
module ALU(
    A,
    B,
    op,
    ALUResult,
    ble,
    branchResult
    );
input signed [15:0] A;
input signed [15:0] B;
input [2:0] op;
output reg signed[15:0] ALUResult;
output wire ble;
output wire branchResult;
  assign branchResult = (A==B);
  assign ble = (A<=B);	 
  always @(A, B, op) begin
	case(op)
		0: begin  
			ALUResult = A + B;
		end
		1: begin  
			ALUResult = A - B;
		end
	endcase 
end
endmodule
==> GITHUB_STEP_SUMMARY <==
### Yosys + OpenROAD results

| Metric | Value |
|---|---|
| Slew Limit Headroom | `68.4%` |
| Yosys adder share | `22.1%` |
| Setup bufs post-CTS | `0` |
| Pwr Density | `86.4 nW/um^2` |
| Clock network power share | `0%` |
| Ys flop type | `dlxtn_1` |
| Area reported by Yosys stat | `1940 um^2` |
| Synth top cells by count | `31 x ha_1, 29 x a21oi_1, 23 x inv_1, 23 x nor2_1, 16 x dlxtn_1` |
| Synth area leaders | `ha_1 20%, dlxtn_1 12%, a21oi_1 7.5%, xnor2_1 5.0%, inv_1 4.5%` |
| Final setup fails | `0` |
| Die Size | `6790 um^2` |
| Met3 Use GR | `0.669%` |
| DR vias | `1856` |
| Antenna-violating nets left | `0` |
| Leading cell type by number of instances after synthesis | `ha_1` |
| Tot Pwr | `0.000214 W` |
| Max IR drop VDD | `0.0000331 V` |
| Placed cells | `371` |
| Avg WL per Cell | `13.0 um` |
| Number of register pins that no clock reaches | `16` |
| Fin. Hold Viols | `0` |
| DR pass1 iterations | `4` |
| Chip Height | `82.4 um` |
| Min Tclk post-route | `5370 ps` |
| Max Clk Rate | `186 MHz` |
| WS Path Type | `primary input to primary output` |
| Sw Ratio | `43.0%` |
| Ys flops | `16` |
| Total negative slack | `0 ps` |
| Count of library flops with an enable pin | `0` |
| DRC viols | `0` |
| Comb area leader | `AND-OR/OR-AND gates` |
| P&R area growth vs syn | `27.5%` |
| Met2 usage | `21.7%` |
| Number of unconstrained endpoints | `32` |
| First-pass GRT wire length | `8020 um` |
| Xor and xnor area share after synthesis | `6.32%` |
| RSZ-0062 raised after global routing | `no` |
| Antenna diode count | `0` |
| Aoi/oai-family share of the synthesized area | `27.0%` |
| Pleak | `1.04 nW` |
| Initial DRC count | `151` |
| Mux frac, synth | `0.516%` |
| I/O pins | `53` |
| Resize count post-CTS | `0` |
| Basic Gates by Area | `21.5%` |
| Routing usage on met1 | `26.3%` |
| Mapped Avg Cell Area | `7.58 um^2` |
| Core Util at FP | `32.0%` |
| Vias per cell | `5.00` |
| Synthesized area | `1940 um^2` |
| Max reg flops | `16` |
| Hpwl dp | `4080 um` |
| Port Buffers | `53` |
| Gr ovfl total | `0` |
| Status | `finished, final reports clean` |
| Ys Warns | `1` |
| Final RePlAce weighted congestion | `0.892` |
| Yosys top cell area share | `20.0%` |
| Worst setup EP type | `primary output` |
| Largest net degree at the start of global routing | `23` |
| Startpoint Class | `primary input` |
| Seq pwr share | `12.7%` |
| Worst min path class | `primary input to primary output` |
| Tally of OpenROAD warnings | `47` |
| Switching pwr | `0.0000919 W` |
| Yosys cell types | `57` |
| Post-route insts no fill | `371` |
| Internal | `0.000122 W` |
| Final period utilization | `76.7%` |
| Req. time, crit path | `5600 ps` |
| Yosys cell count | `256` |
| Core Area | `6060 um^2` |
| Post-synth top area cell | `ha_1` |
| Hold Startpoint | `B[15]` |
| FFs w/ async S/R, synth | `0%` |
| Max-Cap Viols | `0` |
| Antenna violations before repair | `0` |
| Global Route Usage Sum | `15.3%` |
| Cell Rows | `28` |
| Gr busiest metal | `met1` |
| Fin. max-slew vios | `0` |
| Proportion of layout cells with a drive suffix above 1 | `7.43%` |
| Worst Max-Slew Pin Slew | `467 ps` |
| Mapped Cells | `256` |
| Vias in the first global route | `1613` |
| Combinational power share | `87.3%` |
| Die W | `82.4 um` |
| Hold-fix buffers at CTS | `0` |
| Worst setup startpoint | `A[0]` |
| Worst Path Max Fanout | `3` |
| Routed wire length | `4820 um` |
| Critical Path AT | `3970 ps` |
## metrics by stage
stage	instance area, um^2	hold WS [ps]	utilization [%]	setup slack, ps
2_1_floorplan	1940	3020	-	2740
3_3_place_gp	2470	3970	40.8	1670
3_5_place_dp	2470	3960	40.8	1650
4_1_cts	2470	3970	40.8	1640
5_1_grt	2470	4050	40.8	1340
6_report	2470	3970	40.8	1630
## cell usage in the layout (no fill, tap or decap), types with 3 or more instances in the layout
cell type        instances
nor2_1                  23
ha_1                    31
nand2b_1                 6
xnor2_1                 11
a21boi_0                 3
dlxtn_1                 16
o31ai_1                  5
nor3_2                   3
nor4_1                   4
nand2_1                 11
nor2b_1                  5
clkdlybuf4s50_1         53
nor3_1                   3
nand3_1                  7
o311ai_0                 3
xor2_1                   3
a21oi_1                 29
o21ai_0                  7
inv_1                   23
a211oi_1                 3
## cell families (layout without fill, tap and decap cells)
logic type / count (synthesis) / count (layout)
multiplexers: 1 / 1
AND/OR/NAND/NOR: 76 / 76
AND-OR/OR-AND: 76 / 76
adder cells (fa/ha/maj): 33 / 33
XOR/XNOR: 14 / 14
latches: 16 / 16
buffers and inverters: 40 / 80
## power groups by stage
stage / combinational (W) / sequential [W] / clock, W
finish: 0.000187 / 0.0000270 / 0
global route: 0.000210 / 0.0000286 / 0
CTS: 0.000188 / 0.0000274 / 0
## critical path: stages
cell	delay, ps
clkdlybuf4s50_1	480
inv_1	50
ha_1	220
fa_1	380
nand2b_1	190
a21oi_1	270
o31ai_2	100
a21o_1	180
a21boi_0	190
o21ai_1	110
clkdlybuf4s50_1	400
## final timing paths
path                  endpoint  slack (ps)  cells past startpoint
worst min-delay path       ble        3970                      6
worst max-delay path       ble        1630                     11
## per-layer routing
| layer | vias to the layer above | part of all wire [%] |
|---|---|---|
| met5 | - | 0 |
| met4 | 0 | 0.35 |
| met2 | 48 | 43 |
| met3 | 2 | 5.8 |
| met1 | 826 | 51 |
| li1 | 980 | - |
## layout make-up
type                            instances  area, um^2
Fill cell                             619        3590
Inverter                               26        97.6
Tap cell                               75        93.8
Sequential cell                        16         240
Multi-Input combinational cell        200        1500
Timing Repair Buffer                   54         538
Power and IR drop assume default switching activity.
